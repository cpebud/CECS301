==> flow/design.v <==
`timescale 1ns / 1ps
module ad_mux( D7, D6, D5, D4, D3, D2, D1, D0, sel, Y );
    input      [3:0] D7, D6, D5, D4, D3, D2, D1, D0;
    input      [2:0] sel;
    output reg [3:0] Y;
    always @ ( sel )
        case ( sel )
            3'b000 : Y = D0;
            3'b001 : Y = D1;
            3'b010 : Y = D2;
            3'b011 : Y = D3;
            3'b100 : Y = D4;
            3'b101 : Y = D5;
            3'b110 : Y = D6;
            3'b111 : Y = D7;
            default: Y = 4'h0;
        endcase
endmodule
==> flow/run.sh <==
#!/bin/bash
# OpenROAD 26Q1-2900-gdf79404cd8, Yosys 0.63+post, stock flow scripts
make -C /OpenROAD-flow-scripts/flow DESIGN_CONFIG=/design/flow/config.mk WORK_HOME=/design/flow/orfs finish
==> flow/config.mk <==
export PLATFORM = sky130hd
export DESIGN_NAME = ad_mux
export DESIGN_NICKNAME = ad_mux
export VERILOG_FILES = /design/flow/design.v
export SDC_FILE = /design/flow/constraint.sdc
export NUM_CORES = 4
export LEC_CHECK = 1
export CORE_AREA = 10 10 70 70
export DIE_AREA = 0 0 80 80
==> flow/constraint.sdc <==
current_design ad_mux

set clk_period 2.0
set clk_io_pct 0.2

create_clock -name clk0 -period $clk_period

set non_clock_inputs [all_inputs -no_clocks]
set_input_delay [expr $clk_period * $clk_io_pct] -clock clk0 $non_clock_inputs
set_output_delay [expr $clk_period * $clk_io_pct] -clock clk0 [all_outputs]
==> results.json <==
{
  "fp_util_pct": 9.01,
  "post_synth.cell_area_avg_sq_um": 7.89,
  "ir_worst_vdd_mv": 0.0433,
  "whs_path_depth": 5,
  "status": "completed",
  "post-cts-setup-buffer-count": 0,
  "area.sequential_sq_um": 0,
  "grt_pass1_wl_microns": 2540,
  "path_class": "input pin to output pin",
  "port_buffers": 39,
  "seq_area_frac_synth_pct": 0,
  "yosys_cells": 39,
  "startpoint_type": "input pin",
  "fillCellCount": 387,
  "critPathLaunch": "D6[3]",
  "ys_types": 15,
  "io_pins": 39,
  "via_per_inst": 3.65,
  "wl_met1_microns": 591,
  "power_density_mw_per_mm2": 192,
  "rsz0062_at_grt": "no",
  "maxCapViolCount": 0,
  "nClkBuffers": 0,
  "drt.antenna.violating_nets": 0,
  "ys_area_sq_um": 308,
  "ys_warn_count": 1,
  "pre_cts_slack_ps": -498,
  "met2_length_microns": 964,
  "dp_cells": 123,
  "die_h_microns": 80,
  "dp_hpwl_microns": 1450,
  "syn_area_sq_um": 308,
  "route.met3.wl_microns": 105,
  "p_leak_uw": 0.000326,
  "highest_layer": "met3",
  "syn_inst": 39,
  "end_kind": "output pin",
  "setup_ws_ps": 79.9,
  "die_area_sq_mm": 0.00640,
  "tightest_slew_ps": 278,
  "grt_max_degree": 10,
  "detail_route.wl_per_cell_microns": 13.4,
  "drc": 0,
  "tool_warnings": 32,
  "cp.required_ps": 1600,
  "num_vias": 452,
  "crit_end": "Y[3]",
  "arrival_ps": 1520,
  "total_power_uw": 150,
  "cp_max_fo": 1,
  "antenna_found_initial": 0,
  "grt.total_usage_pct": 4.85,
  "final_max_slew_viol_count": 0,
  "finalSetupViolCount": 0,
  "drt_first_pass_iters": 3,
  "rows": 21,
  "dieWidth_microns": 80,
  "area_growth_pct": 154,
  "globalplace.congestion": 0.752,
  "fin_crit_ps": 1920,
  "maxSlewHeadroom_pct": 81.5,
  "hp-class": "input pin to output pin",
  "first_global_vias": 521,
  "drt_iter0_markers": 6,
  "routed_wl_microns": 1660,
  "grt_overflow": 0,
  "coreArea_sq_mm": 0.00342,
  "finalHoldViolCount": 0,
  "diodes": 0,
  "drive_above_1_share_pct": 12.8,
  "max_freq_mhz": 521,
  "stdcell_count": 124,
  "seq_cell_count": 0,
  "period_used_pct": 96.0
}
==> cells in the mapped netlist <==
cell type | instances | share of area [%]
a22o_1 | 1 | 2.8
nor2_1 | 3 | 3.7
o22ai_1 | 3 | 6.1
mux2i_1 | 11 | 36
o32a_1 | 1 | 3.3
buf_6 | 1 | 3.7
nand2b_1 | 2 | 4.1
nand2_1 | 2 | 2.4
inv_1 | 1 | 1.2
buf_8 | 1 | 4.9
buf_4 | 2 | 4.9
nor3b_1 | 3 | 7.3
o22a_1 | 3 | 8.5
a211oi_1 | 4 | 9.8
a21oi_1 | 1 | 1.6
==> kinds of logic (layout without fill, tap and decap cells) <==
logic type	after synthesis	in the layout	share of synthesized area (%)
compound gates	13	13	32.1
mux	11	11	35.8
simple gates	10	10	17.5
buf+inv	5	44	14.6
==> per-stage QoR <==
stage | area, sq um | util (%) | TNS [ps] | hold WS (ps)
after global routing | 782 | 22.9 | 0 | 1380
after global placement | 749 | 21.9 | -1870 | 1780
after floorplan | 308 | - | 0 | 878
final | 782 | 22.9 | 0 | 1340
after detailed placement | 749 | 21.9 | -1860 | 1780
after CTS | 766 | 22.4 | 0 | 1480
==> cell usage in the layout, fill, tap and decap left out, drive strengths merged <==
cell / count
nor2: 3
buf: 5
nand2: 2
o22ai: 3
a22o: 1
o32a: 1
a21oi: 1
dlymetal6s2s: 1
a211oi: 4
clkbuf: 1
dlygate4sd2: 4
nor3b: 3
clkdlybuf4s50: 31
o22a: 3
mux2i: 11
inv: 1
bufbuf: 1
nand2b: 2
==> worst max-delay path, stage by stage <==
cell and delay [ps]:
clkdlybuf4s50_1 460, mux2i_1 80, a211oi_1 230, o22a_1 150, dlygate4sd2_1 200
==> worst min path at each step <==
stage | start | to | slack, ps
6_report | D2[2] | Y[2] | 1340
5_1_grt | D2[2] | Y[2] | 1380
4_1_cts | D0[2] | Y[2] | 1480
==> report_power, final <==
part | internal, uW | total, uW | leakage, uW | switching (uW)
clock | 0 | 0 | 0 | 0
combinational | 107 | 150 | 0.000326 | 42.9
sequential | 0 | 0 | 0 | 0
total | 107 | 150 | 0.000326 | 42.9
==> area by class of cell <==
type | count | area, sq um | area share, %
inverter | 1 | 3.75 | 0.480
multi-input combinational | 34 | 280 | 35.8
tap | 46 | 57.6 | 7.36
timing repair buffer | 43 | 440 | 56.3
==> metal layers <==
metal	GRT usage [%]	up-vias
met3	1.25	0
met1	5.01	206
met2	9.87	11
li1	-	235
met5	0	-
met4	0	0
==> what timing repair did <==
action | in CTS | in global routing
setup endpoints to repair | 4 | 3
pin swaps | 6 | 4
gates cloned | 1 | 0
hold buffers | 0 | 0
resized | 12 | 6
Power figures rest on the tool's default switching activity, not on a simulated workload.
