<file path="flow/run.sh">
#!/bin/bash
# OpenROAD 26Q1-2900-gdf79404cd8, Yosys 0.63+post, stock flow scripts
make -C /OpenROAD-flow-scripts/flow DESIGN_CONFIG=/design/flow/config.mk WORK_HOME=/design/flow/orfs finish
</file>
<file path="flow/config.mk">
export PLATFORM = sky130hd
export DESIGN_NAME = hexto7
export DESIGN_NICKNAME = hexto7
export VERILOG_FILES = /design/flow/design.v
export SDC_FILE = /design/flow/constraint.sdc
export NUM_CORES = 4
export LEC_CHECK = 1
export CORE_AREA = 10 10 70 70
export DIE_AREA = 0 0 80 80
</file>
<file path="flow/constraint.sdc">
current_design hexto7

set clk_period 1.0
set clk_io_pct 0.2

create_clock -name clk0 -period $clk_period

set non_clock_inputs [all_inputs -no_clocks]
set_input_delay [expr $clk_period * $clk_io_pct] -clock clk0 $non_clock_inputs
set_output_delay [expr $clk_period * $clk_io_pct] -clock clk0 [all_outputs]
</file>
<file path="flow/design.v">
`timescale 1ns / 1ps
module hexto7(X, Z);
    input      [3:0] X;
    output reg [6:0] Z;
    always @ (X)
        case (X)
            4'b0000 : Z = 7'b1000000 ;
            4'b0001 : Z = 7'b1111001 ;
            4'b0010 : Z = 7'b0100100 ;
            4'b0011 : Z = 7'b0110000 ;
            4'b0100 : Z = 7'b0011001 ;
            4'b0101 : Z = 7'b0010010 ;
            4'b0110 : Z = 7'b0000010 ;
            4'b0111 : Z = 7'b1011000 ;
            4'b1000 : Z = 7'b0000000 ;
            4'b1001 : Z = 7'b0010000 ;
            4'b1010 : Z = 7'b0001000 ;
            4'b1011 : Z = 7'b0000011 ;
            4'b1100 : Z = 7'b1000110 ;
            4'b1101 : Z = 7'b0100001 ;
            4'b1110 : Z = 7'b0000110 ;
            4'b1111 : Z = 7'b0001110 ;
            default : Z = 7'b0111111 ;           
        endcase
endmodule
</file>
==> metrics.cfg <==
[run_status]
status = finished, violations left
violations = negative setup slack

[floorplanning]
core_um2 = 3420
rows = 21
io_pins = 11
dieWidth_um = 80
fp_util = 0.0780
die_h_um = 80
chipArea_um2 = 6400

[global_routing]
grt_pass1_wl_um = 1410
antenna_found_initial = 0
grt_overflow_total = 0
grt_max_degree = 10
grt_usage = 0.0261
grt_pass1_vias = 298

[sta]
min_period_over_period = 1.37
report.final.slew_viol_count = 0
maxSlewHeadroom = 0.893
setup-tns-final_ns = -1.22
final.setup.worst_slack_ns = -0.370
setup-violations-final = 7
max_freq_mhz = 730
finalHoldViolCount = 0
max_slew.worst_pin.slew_ns = 0.159
rsz0062_at_grt = yes
period_minus_slack_ns = 1.37

[critical_path]
cp_data_arrival_time_ns = 1.17
crit_fanout = 5
startpoint_type = input pin
required_ns = 0.80
crit_type = in2out
crit_path_end_kind = output pin

[clocking]
cts-hold-fix-buffers = 0

[placement]
pre_cts_ws_ns = -1.26
place_congestion = 0.658
io_buffers = 11
place_hpwl_um = 700

[yosys]
ys_chip_area_um2 = 267
yosysSeqAreaShare = 0
synth_area_um2 = 267
ys_types = 19
netlist_instances = 32
avgSynthCellArea_um2 = 8.33
yosys_cells = 32
yosys_warnings = 1

[cells_and_area]
logic_area_um2 = 339
ff_count = 0
regArea_um2 = 0
drive_above_1_share = 0.782
n_clock_buffer = 0
fillers = 385
postLayoutCoreUtil = 0.193
area_delta_synth_final_pct = 148

[routing]
vias_per_cell = 3.08
drt-total-wl_um = 928
drt_pass1_iterations = 2
drc_errors = 0
drtAntennaViolNets = 0
num_antenna_cells = 0
vias = 311
wl_per_cell_um = 9.19
drt_iter0_markers = 2

[power_and_ir_drop]
power.leakage_nw = 0.273
p_per_area_nw_per_um2 = 371
vdd_drop_max_uv = 129

[run]
warnings = 40
cap_violations = 0

[hold_path]
hp-class = in2out

area by class of cell:
class | instances | share of cell area
well taps | 46 | 0.0871
multi-input cells | 26 | 0.513
repair buffers | 25 | 0.347
inverters | 4 | 0.0530
cells in the final DEF, fill, tap and decap left out:
cell	count
nand2_1	1
a21oi_1	1
buf_12	2
nand2b_1	1
nand3b_1	2
buf_2	7
o31ai_4	1
o21ai_1	1
buf_4	7
inv_12	1
inv_1	1
mux2i_1	4
inv_8	1
a31oi_1	1
nor2_2	1
ha_2	1
a21boi_2	1
buf_6	7
inv_2	1
nand3_4	1
ha_4	5
and2_4	1
clkbuf_4	1
buf_8	1
o31ai_2	1
mux4_2	1
a21oi_2	1
or2_4	1
logic make-up (layout without fill, tap and decap cells):
logic type / after synthesis / count (layout) / share of synthesized area
simple gates: 8 / 8 / 0.183
compound gates: 7 / 7 / 0.183
fa+ha+maj: 6 / 6 / 0.282
buf+inv: 6 / 29 / 0.117
mux: 5 / 5 / 0.235
final timing paths:
check,endpoint,slack [ns],startpoint,cells past startpoint
setup / recovery,Z[3],-0.37,X[0],6
hold / removal,Z[2],0.75,X[3],4
cell usage after synthesis:
library cell / count / share of area
mux2i_1: 4 / 0.15
buf_6: 1 / 0.042
and2_1: 1 / 0.023
nand3_1: 1 / 0.019
buf_2: 1 / 0.019
o31ai_1: 1 / 0.028
o31ai_2: 1 / 0.047
a21boi_0: 1 / 0.028
inv_1: 4 / 0.056
or2_2: 1 / 0.023
a21oi_1: 2 / 0.038
ha_1: 6 / 0.28
nand3b_1: 2 / 0.056
nor2_2: 1 / 0.023
o21ai_0: 1 / 0.019
nand2b_1: 1 / 0.023
nand2_1: 1 / 0.014
mux4_2: 1 / 0.085
a31oi_1: 1 / 0.023
layer usage:
| metal | vias to the layer above | share of wire | wire [µm] | global-route usage |
|---|---|---|---|---|
| li1 | 159 | - | - | - |
| met1 | 150 | 0.40 | 371 | 0.0232 |
| met2 | 2 | 0.59 | 543 | 0.0610 |
| met3 | 0 | 0.014 | 13 | 0.00227 |
| met4 | 0 | 0 | 0 | 0 |
| met5 | - | 0 | 0 | 0 |
what timing repair did:
item	in CTS	in global routing
hold endpoints to repair	0	0
pin swaps	8	6
setup buffers	8	3
endpoints found under the setup margin	7	7
resized	69	10
report_power, final:
group          internal, mW  switching (mW)  leakage (nW)  total (mW)
sequential                0               0             0           0
clock                     0               0             0           0
combinational         0.147          0.0985         0.273       0.245
worst max-delay path, stage by stage:
cell and delay (ns):
buf_12 0.11, inv_12 0.03, ha_4 0.26, inv_2 0.03, mux4_2 0.42, buf_2 0.13
stage by stage:
| stage | hold WS [ns] | power, mW | cell area [µm²] | cells |
|---|---|---|---|---|
| 2_1_floorplan | 0.506 | 0.0788 | 299 | 32 |
| 3_3_place_gp | 1.51 | 0.186 | 495 | 93 |
| 3_5_place_dp | 1.52 | 0.189 | 495 | 93 |
| 4_1_cts | 0.820 | 0.231 | 629 | 101 |
| 5_1_grt | 0.761 | 0.265 | 661 | 101 |
| 6_report | 0.748 | 0.245 | 661 | 101 |
Power and IR drop assume default switching activity.
