==> design.v <==
`timescale 1ns / 1ps
module clk_pixel(clk_in, reset, clk_out);
    input   clk_in, reset;
    output  clk_out;
    reg     clk_out;
    integer i;
    always @ (posedge clk_in or posedge reset) begin
        if (reset == 1'b1) begin
            i = 0;
            clk_out = 0;
        end
        else begin
            i = i + 1;
            if (i >= (100 * 10**6)/(2*( 480 ))) begin
                clk_out = ~clk_out;
                i = 0;
            end  
        end  
    end  
endmodule
==> run.sh <==
#!/bin/bash
# OpenROAD 26Q1-2900-gdf79404cd8, Yosys 0.63+post, stock flow scripts
make -C /OpenROAD-flow-scripts/flow DESIGN_CONFIG=/design/flow/config.mk WORK_HOME=/design/flow/orfs finish
==> config.mk <==
export PLATFORM = sky130hd
export DESIGN_NAME = clk_pixel
export DESIGN_NICKNAME = clk_pixel
export VERILOG_FILES = /design/flow/design.v
export SDC_FILE = /design/flow/constraint.sdc
export NUM_CORES = 4
export LEC_CHECK = 1
export CORE_AREA = 10 10 110 110
export DIE_AREA = 0 0 120 120
==> constraint.sdc <==
current_design clk_pixel

set clk_period 9.5
set clk_io_pct 0.2

create_clock -name clk0 -period $clk_period [get_ports {clk_in}]

set non_clock_inputs [all_inputs -no_clocks]
set_input_delay [expr $clk_period * $clk_io_pct] -clock clk0 $non_clock_inputs
set_output_delay [expr $clk_period * $clk_io_pct] -clock clk0 [all_outputs]
==> summary.txt <==
The implementation run finished. Setup repair after global routing left no endpoint under its margin. The area recorded from the Yosys report for this design is 2170 um^2. Per the final timing report, the hold violations number 0. Max-cap violation count landed at 0.

Number of top-level design ports landed at 3. Post-synth the commonest register cell is sky130_fd_sc_hd__dfrtp_1. Critical path data required time landed at 9670 ps. The worst setup path is of the flip-flop to flip-flop kind. The report lists the number of cells resized after CTS as 0. Cell area after technology mapping landed at roughly 2200 um^2.

Of all flip-flops after synthesis, the portion carrying an async set or reset was roughly 100%. Routed wire length landed at approximately 4200 um. Synthesized instance count landed at roughly 230. Pre-CTS setup slack landed at just over 6000 ps. Total iterations of the first detailed-routing run landed at 4. Total number of placement rows landed at 36. Per the OpenROAD floorplan log, the area of the core is 9770 um^2. For this run, the number of Yosys warnings is 1. Per the post-synthesis stats, the area per cell is slightly above 9 um^2. The via count of the first global-routing pass is about 1,500. The count of buffers added on input and output ports is 2. Fmax landed at 293 MHz. Maximum fanout along the worst path landed at 20. Area of the die landed at about 14,000 um^2. Clock transition at the registers of the reported paths landed at approximately 60 ps. Height of the die landed at approximately 120 um. Actual slew at the worst max-slew pin landed at roughly 570 ps.

Final-report max-slew violation count landed at 0. Post-CTS setup buffer count landed at 0. For this design the static power due to leakage is roughly 0.94 nW. Quantity of hold-fixing buffers added after cts landed at 0. TritonCTS built the clock tree. Number of DRC violations after detailed-routing iteration 0 landed at around 80.

Across every metal layer, demand over resource in global routing totals 5.94%. Total half-perimeter wirelength after legalization and detailed placement landed at between 2000 and 3000 um. Setup slack of the critical path after layout landed at slightly above 6000 ps.

Per the run report, area growth between synthesis and finish was 10.5%. The die is 120 um wide. The final route contains between 1,500 and 2,000 vias. Tally of non-filler cells in the final layout landed at 368. The most critical min-delay path falls under flip-flop to flip-flop.

Count of H-tree levels built during CTS landed at 2. Worst supply voltage drop on vdd landed at ~0.000045 V. Overall power of the completed layout landed at 0.249 mW. The total overflow left after global routing is 0.

The repair_antennas step left the layout with diodes totalling 0. For this run, design rule violations remaining after detail routing come to 0. The smallest clock period supported by the final layout is computed as approximately 3400 ps. STA classifies the critical path endpoint as a flip-flop.

The last timing report of the flow puts the setup violation total at 0. CTS buffer count landed at 5. Initial antenna violation count landed at 0. The max-slew check reports its worst relative slack as about three fifths. CTS saw 33 sinks. The count of nets left with antenna violations once routing finished came out at 0. The final critical path takes up 35.9% of the cycle.

Fraction of final layout cells with drive strength greater than 1 landed at between 15 and 20%. Routed wire length per instance landed at 11.5 um. The clock passes through at most 2 buffers.

Counting distinct cell types in the post-synthesis netlist gives between 50 and 60. Post-route clock skew landed at ~4.3 ps. Number of cells in the yosys synthesis report landed at roughly 230. Per the detail_route report, vias per standard cell equal 4.54. Initial standard-cell utilization of the core landed at 22.2%.

Counting flops with a built-in enable in the synthesized netlist gives 0. The worst setup path is launched from a flip-flop. Power density over the cells landed at around 100 nW/um^2. The final layout reports a setup TNS of 0 ps. In this run the clock root is driven by a sky130_fd_sc_hd__clkbuf_8. Cell total after placement landed at 361. RePlAce ended its routability-driven mode at a weighted congestion of roughly 0.85.

Clock latency of the later-clocked register in the worst-skew pair landed at 280 ps. Data arrival time of the critical path landed at approximately 3600 ps. Across all stage logs, warnings added up to 26. The flow ran to the end, and the final reports show no timing, DRC or antenna violations.

Number of storage elements in the synthesis netlist landed at 33. Entering global routing, the biggest net connects 34 pins. Summing the sequential cell areas from Yosys gives 38.1% of the chip area. The first global-routing pass estimated between 7000 and 8000 um of wire.
## synth_stat cells, types with 2 or more instances
| library cell | instances | share of area (%) |
|---|---|---|
| sky130_fd_sc_hd__dfrtp_1 | 33 | 38 |
| sky130_fd_sc_hd__nand2_1 | 20 | 3.5 |
| sky130_fd_sc_hd__nor2_2 | 20 | 5.8 |
| sky130_fd_sc_hd__nor2_1 | 17 | 2.9 |
| sky130_fd_sc_hd__xnor2_1 | 16 | 6.5 |
| sky130_fd_sc_hd__xor2_1 | 16 | 6.5 |
| sky130_fd_sc_hd__nand3_1 | 12 | 2.8 |
| sky130_fd_sc_hd__inv_1 | 9 | 1.6 |
| sky130_fd_sc_hd__nand4_1 | 9 | 2.6 |
| sky130_fd_sc_hd__a21oi_1 | 7 | 1.6 |
| sky130_fd_sc_hd__nor2b_1 | 5 | 1.4 |
| sky130_fd_sc_hd__nor3_1 | 5 | 1.2 |
| sky130_fd_sc_hd__or3_1 | 5 | 1.4 |
| sky130_fd_sc_hd__and3_1 | 4 | 1.2 |
| sky130_fd_sc_hd__buf_4 | 4 | 1.4 |
| sky130_fd_sc_hd__clkbuf_1 | 4 | 0.69 |
| sky130_fd_sc_hd__nor4_1 | 3 | 0.87 |
| sky130_fd_sc_hd__a2111oi_0 | 2 | 0.81 |
| sky130_fd_sc_hd__a211oi_1 | 2 | 0.69 |
| sky130_fd_sc_hd__and4_1 | 2 | 0.81 |
| sky130_fd_sc_hd__buf_6 | 2 | 1.0 |
| sky130_fd_sc_hd__ha_1 | 2 | 1.2 |
| sky130_fd_sc_hd__nand3b_1 | 2 | 0.69 |
| sky130_fd_sc_hd__nand4_2 | 2 | 1.2 |
| sky130_fd_sc_hd__nor4bb_1 | 2 | 0.92 |
| sky130_fd_sc_hd__o21ai_0 | 2 | 0.46 |
## cell type report
type	instances	area (um^2)
fillers	1042	7380
inverters	9	33.8
multi-input cells	181	1240
well taps	133	166
flip-flops and latches	33	826
clock buffers	7	86.3
repair buffers	5	42.5
## placed cells by master, fill, tap and decap left out, drive strengths merged, types with 2 or more instances in the layout
cell and count:
a2111oi 2, a211oi 2, a21oi 7, and3 4, and4 2, buf 3
clkbuf 7, clkdlybuf4s50 2, dfrtp 33, ha 2, inv 9, nand2 20
nand3 13, nand3b 2, nand4 11, nor2 37, nor2b 5, nor3 6
nor4 5, nor4bb 2, o21ai 2, or3 5, xnor2 16, xor2 16
## metrics by stage
step                hold slack [ps]  util [%]  instance area [um^2]
floorplan                       420         -                  2170
global placement                456      23.6                  2310
detailed placement              459      23.6                  2310
CTS                             469      24.5                  2400
global route                    518      24.5                  2400
finish                          462      24.5                  2400
## critical path, stage by stage, from the launching register on
cell and delay, ps:
sky130_fd_sc_hd__dfrtp_1 410, sky130_fd_sc_hd__ha_1 360, sky130_fd_sc_hd__nand4_2 220, sky130_fd_sc_hd__nor4_1 540, sky130_fd_sc_hd__nor4bb_1 320, sky130_fd_sc_hd__or3_1 150, sky130_fd_sc_hd__nand3_1 60, sky130_fd_sc_hd__o221a_1 280
sky130_fd_sc_hd__a41oi_4 370, sky130_fd_sc_hd__buf_4 390, sky130_fd_sc_hd__o21ba_1 190
## worst paths after layout
| check | start | end | slack [ps] | cells after the start |
|---|---|---|---|---|
| worst max-delay path | i[0] | i[5] | 6090 | 10 |
| worst min-delay path | clk_out | clk_out | 460 | 1 |
| worst max register to register | i[0] | i[5] | 6090 | 10 |
| worst min register to register | clk_out | clk_out | 460 | 1 |
| max in group asynchronous | reset | i[5] | 7180 | 3 |
| min in group asynchronous | reset | i[14] | 2010 | 3 |
## state kept, by name, summed over array words and instances, names as in the netlist
register and cells:
clk_out 1, i 32
## report_power, final
group / total [mW] / switching [mW] / internal, mW
clock network: 0.105 / 0.0472 / 0.0574
logic: 0.00343 / 0.00277 / 0.000657
registers: 0.141 / 0 / 0.141
## logic make-up after synthesis
family	Yosys count	synth area share, %
fa+ha+maj	2	1.15
flops	33	38.1
xor+xnor	32	12.9
simple gates	119	32.4
mux	1	0.461
buf+inv	19	4.67
compound gates	27	10.3
## per-layer routing
metal	routed length, um	part of all wire [%]	GRT usage (%)
met1	2040	48	9.06
met2	1920	45	8.94
met3	207	4.9	0.857
met4	56	1.3	0.830
met5	0	0	0
Power and IR drop assume default switching activity.
